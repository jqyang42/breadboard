==> ./run.sh <==
#!/bin/bash
# OpenROAD 26Q1-2900-gdf79404cd8, Yosys 0.63+post, stock flow scripts
make -C /OpenROAD-flow-scripts/flow DESIGN_CONFIG=/design/flow/config.mk WORK_HOME=/design/flow/orfs finish
==> ./config.mk <==
export PLATFORM = sky130hd
export DESIGN_NAME = check_one
export DESIGN_NICKNAME = check_one
export VERILOG_FILES = /design/flow/design.v
export SDC_FILE = /design/flow/constraint.sdc
export NUM_CORES = 4
export LEC_CHECK = 1
export CORE_AREA = 10 10 70 70
export DIE_AREA = 0 0 80 80
==> ./design.v <==
module check_one(isOne, operand);
    input [31:0] operand;
    output isOne;
    assign isOne = (operand[0]
        && operand[1]
        && operand[2]
        && operand[3]
        && operand[4]
        && operand[5]
        && operand[6]
        && operand[7]
        && operand[8]
        && operand[9]
        && operand[10]
        && operand[11]
        && operand[12]
        && operand[13]
        && operand[14]
        && operand[15]
        && operand[16]
        && operand[17]
        && operand[18]
        && operand[19]
        && operand[20]
        && operand[21]
        && operand[22]
        && operand[23]
        && operand[24]
        && operand[25]
        && operand[26]
        && operand[27]
        && operand[28]
        && operand[29]
        && operand[30]
        && operand[31]);
endmodule
==> ./constraint.sdc <==
current_design check_one

set clk_period 1.7
set clk_io_pct 0.2

create_clock -name clk0 -period $clk_period

set non_clock_inputs [all_inputs -no_clocks]
set_input_delay [expr $clk_period * $clk_io_pct] -clock clk0 $non_clock_inputs
set_output_delay [expr $clk_period * $clk_io_pct] -clock clk0 [all_outputs]
==> run notes <==
Notes on the physical implementation.

- The run finished with clean final reports.
- After detailed routing, the number of vias per cell comes to 2.71.
- The highest metal layer with signal wires is met3, for reference.
- The slew check shows that the tightest pin keeps a relative margin of 0.939.
- The initial utilization of the core area, before any placement, comes to 0.0201.
- The initialized floorplan defines 21 standard-cell rows.
- The chip height is 80 µm, for reference.
- The leakage power figure is 0.159 nW, for reference.
- The final weighted congestion recorded by global placement is 0.923.
- The run reported a max-capacitance violation count of 0.
- Per the post-synthesis stats, the area per cell is 6.26 µm².
- The relative area change from synthesis to final layout is 475%, for reference.
- The die width is 80 µm, for reference.
- During I/O placement, the number of pins put on the boundary was 33.
- The worst hold path begins at operand[6].
- Per the post-synthesis report, the number of cells in the design is 11.
- The placed cell count is 90, for reference.
- For reference, the critical path is launched at operand[19].
- IR analysis of the VDD net gives a maximum drop of 0.0106 mV.
- In the final timing run, aggregate negative setup slack is 0 ns.
- The smallest clock period supported by the final layout is computed as 1.65 ns.
- The pin closest to its max-slew limit shows a slew of 0.0909 ns.
- The routed via count is 244, for reference.
- Summing all non-filler instances in the final layout gives an area of 395 µm².
- The buffer_ports step reported a buffer count of 33.
- The startpoint kind of the worst setup timing path is an input port, for reference.
- The worst setup path is captured at an output pin.
- The overall fraction of global-route tracks in use is 0.0270, for reference.
- The chip occupies 0.00640 mm².
- Leaving out filler cells and counting taps, the final layout contains 90.
- Setup slack closes at 0.0497 ns.
- Across the whole layout, storage elements account for 0 µm².
- The number of different library cells used by synthesis comes to 3.
- The number of global-route vias before repair is 281, for reference.
- The post-layout period usage of the worst path is 0.971, for reference.
- The kind of cell adding the most delay to the critical path is simple AND/OR/NAND/NOR gates, for reference.
- The initial antenna violation count is 0, for reference.
- The signal on the critical path passes through clkdlybuf4s15_1 -> nand4_1 -> or4_1 -> nor2_1 -> buf_2.
- Per the post-run analysis, buffers plus inverters along the critical path come to 2.
- Endpoints failing hold in the final report were tallied at 0.
- In the final report, the number of endpoints failing setup comes to 0.
- The repair_antennas step left the layout with diodes totalling 0.
- Entering global routing, the biggest net connects 2 pins.
- Per the final layout report, the fraction of cells sized above drive strength 1 comes to 0.227.
- The data arrival time reported for the critical path is 1.31 ns.
- The critical path's largest stage delay is 0.52 ns, for reference.
- Once detail routing completed, the nets flagged for antenna violations numbered 0.
- In this run, the number of DRC markers left after iteration 0 of detailed routing was 2.
- The total tool warning count is 32, for reference.
- The category of the critical setup timing path is in2out, for reference.
- The HPWL after detailed placement is 887 µm, for reference.
- The total global routing overflow is 0, for reference.
- The stat command in Yosys gives a chip area of 68.8 µm².
- In the post-route report, total wirelength is listed as 972 µm.
- Detailed routing placed a total of 277 µm of wire on met2.
- Buffers added to address setup during post-CTS repair amount to 0.
- The number of sequential cells reported for the layout is 0.
- The final max-slew violation count is 0, for reference.
- Per the STA report, the cell with the highest stage delay on the worst path is sky130_fd_sc_hd__or4_1.
- The remaining routing DRC violations is 0, for reference.
- Counting the warning lines in the Yosys log gives 0.
- Setup repair after global routing left no endpoint under its margin.
- The synthesized netlist occupies a cell area of 68.8 µm².
- In the per-layer summary, the met1 wirelength comes to 443 µm.
- The placement-stage cell area is 457 µm², for reference.
- At the end of the flow the core is filled with cells to 0.116.
- Timing would allow up to 0.606 GHz.
- The layout has 0 clock buffers.
- For this run, the register share of the synthesized area comes to 0.
- After detailed routing, the average wire length per cell comes to 10.8 µm.
- The critical path endpoint has a required time of 1.36 ns.
- In this run the power density over the cells is 131 mW/mm².
- The pre-antenna-repair detailed-routing pass consisted of 2 iterations.
- The worst hold path class is in2out, for reference.
- The top fanout value on the critical path is 1, for reference.
- The global-route wire length before repair is 1390 µm, for reference.
- Before CTS, the worst setup slack after placement is -0.669 ns.
- The sum of met3 wire segment lengths after detailed routing is 252 µm, for reference.
- After synthesis, the design contains 11 cells according to Yosys.
- Per the OpenROAD floorplan log, the area of the core is 0.00342 mm².
-- synth_stat cells --
library cell / number / share of area
sky130_fd_sc_hd__nand4_1: 8 / 0.73
sky130_fd_sc_hd__nor2_1: 1 / 0.054
sky130_fd_sc_hd__or4_1: 2 / 0.22
-- metal layers --
metal | vias to the layer above | global-route usage
li1 | 119 | -
met4 | 0 | 0
met2 | 32 | 0.0385
met1 | 93 | 0.0349
met3 | 0 | 0.0182
met5 | - | 0
-- cell families (layout without fill, tap and decap cells) --
| logic type | after synthesis | after routing | synth area share |
|---|---|---|---|
| buffers and inverters | 0 | 33 | 0 |
| and+or+nand+nor | 11 | 11 | 1.00 |
-- final timing paths --
check	end	cells after the start
setup / recovery	isOne	5
hold / removal	isOne	5
-- cell usage in the layout (no fill, tap or decap) --
master and instances:
sky130_fd_sc_hd__nand4_1 8, sky130_fd_sc_hd__clkdlybuf4s15_1 14, sky130_fd_sc_hd__clkbuf_2 9, sky130_fd_sc_hd__nor2_1 1, sky130_fd_sc_hd__or4_1 2, sky130_fd_sc_hd__buf_2 1
sky130_fd_sc_hd__dlygate4sd2_1 9
-- area by class of cell --
| type | count | area [µm²] |
|---|---|---|
| multi-input cells | 11 | 68.8 |
| well taps | 46 | 57.6 |
| repair buffers | 33 | 269 |
| fillers | 404 | 3020 |
-- timing repair --
item,in CTS,in global routing
pin swaps,10,8
endpoints found under the hold margin,0,0
endpoints found under the setup margin,1,1
resized,40,27
hold buffers,0,0
-- metrics by stage --
step	hold slack, ns	power, mW
finish	1.06	0.0518
CTS	1.17	0.0533
global placement	1.68	0.0769
detailed placement	1.68	0.0780
global route	1.10	0.0569
floorplan	0.824	0.00266
-- report_power, final --
part,internal [mW],switching [mW]
logic,0.0396,0.0122
clock network,0,0
registers,0,0
total,0.0396,0.0122
-- worst min-delay path, stage by stage --
cell and delay (ns):
sky130_fd_sc_hd__clkbuf_2 0.09, sky130_fd_sc_hd__nand4_1 0.06, sky130_fd_sc_hd__or4_1 0.10, sky130_fd_sc_hd__nor2_1 0.03, sky130_fd_sc_hd__buf_2 0.10
Power is estimated from default activity; no workload was simulated.
